### ./config.mk
export PLATFORM = sky130hd
export DESIGN_NAME = alu
export DESIGN_NICKNAME = alu
export VERILOG_FILES = /design/flow/design.v
export SDC_FILE = /design/flow/constraint.sdc
export NUM_CORES = 4
export LEC_CHECK = 1
export CORE_AREA = 10 10 90 90
export DIE_AREA = 0 0 100 100
### ./constraint.sdc
current_design alu

set clk_period 8.0
set clk_io_pct 0.2

create_clock -name clk0 -period $clk_period

set non_clock_inputs [all_inputs -no_clocks]
set_input_delay [expr $clk_period * $clk_io_pct] -clock clk0 $non_clock_inputs
set_output_delay [expr $clk_period * $clk_io_pct] -clock clk0 [all_outputs]
### ./design.v
module alu(
    input logic [15:0] a,
    input logic [15:0] b,
    input logic [1:0] sel,
    output logic [15:0] o
);
    always_comb begin
        case (sel)
            2'b00: o = ~a;
            2'b01: o = a & b;
            2'b10: o = a + b;
            default: o = 0;
        endcase
    end
endmodule
### ./run.sh
#!/bin/bash
# OpenROAD 26Q1-2900-gdf79404cd8, Yosys 0.63+post, stock flow scripts
make -C /OpenROAD-flow-scripts/flow DESIGN_CONFIG=/design/flow/config.mk WORK_HOME=/design/flow/orfs finish
==> summary.txt <==
Reports from this run.

- The routability congestion estimate is 0.807.
- The layout summary lists the proportion of cells stronger than drive strength 1 as 6.75%.
- The maximum number of pins on one net before global-route repair reads 31.
- The overall overflow remaining after global route is 0.
- The area of the multi-input gates reads between 1000 and 1500 um^2.
- The final sum of negative setup slack reads 0 ps.
- The chip height is roughly 100 um.
- The routed layout has 1570 vias.
- The cell area after placement reads ~1800 um^2.
- The floorplan step set the die width to approximately 100 um.
- Setup repair after global routing left no endpoint under its margin.
- Counting distinct cell types in the post-synthesis netlist gives between 50 and 60.
- The instance tally after logic synthesis reads between 150 and 200.
- The filler cell count is 690.
- The count of flip-flops and latches is 0.
- The power per cell area is between 60 and 70 nW/um^2.
- Per the cell usage report, the commonest logic cells after layout are sky130_fd_sc_hd__clkdlybuf4s50_1, sky130_fd_sc_hd__a21oi_1, sky130_fd_sc_hd__nor2_1, sky130_fd_sc_hd__nand2_1, sky130_fd_sc_hd__ha_1.
- The final number of max-transition violations reads 0.
- The maximum vdd drop is between 20 and 30 uV.
- In this run the worst hold path is classified as in2out.
- The chip area from the yosys synthesis statistics is between 1000 and 1500 um^2.
- The flow measured a signed area growth from synthesis to layout of 43.4%.
- The share of the Yosys chip area taken by registers is 0%.
- After synthesis, the largest area contributor takes up roughly 16% of total cell area.
- The area of the placeable core is approximately 6300 um^2.
- The worst slew margin relative to its limit reads around 54%.
- The cell type with the largest total area reads sky130_fd_sc_hd__ha_1.
- The worst-margin pin slew reads ~690 ps.
- For this run, the script counts the antenna cells in the layout as 0.
- The initial utilization of the core area, before any placement, comes to between 20 and 25%.
- The violation count after the first detailed-routing iteration reads 71.
- In the routed layout, each cell is associated on average with a via count of 5.00.
- The number of hold-slack violations in the final timing report reads 0.
- The total setup violations reported at the end of the flow is 0.
- The HPWL after detailed placement is ~3600 um.
- The data required time of the worst path reads approximately 6400 ps.
- The reported max-cap violation count is 0.
- The number of buffers inserted by post-CTS setup repair is 0.
- The flow ran to the end, and the final reports show no timing, DRC or antenna violations.
- Input and output buffers added on the ports amount to 50.
- The finished layout holds roughly 310 standard cells, fillers aside.
- The achievable clock frequency reads around 170 MHz.
- The average routed wire per standard cell reads between 10 and 15 um.
- The cell total in the yosys stat output reads ~200.
- The script parses the final routing iteration and logs DRC violations as 0.
- The total placed cells including tap cells is between 300 and 400.
- STA classifies the critical path startpoint as an input pin.
- The layout stage reports a final design area of about 1800 um^2.
- The minimum clock period after layout is ~5800 ps.
- Before antenna repair, the detailed router went through 4 iterations.
- The number of warnings in the stage logs reads 32.
- The number of global-route vias before repair reads ~1600.
- The clock buffer count in the final layout reads 0.
- For reference, the top cells by area after synthesis are sky130_fd_sc_hd__ha_1, sky130_fd_sc_hd__a21oi_1, sky130_fd_sc_hd__nor2_1.
- At the worst endpoint, the arrival time is between 4000 and 5000 ps.
- The global-route total usage across every layer is between 8 and 9%.
- The reported leakage power is a little over 0.7 nW.
- The count of nets left with antenna violations after detail routing is 0.
- The endpoint class of the critical path is an output pin.
- The first-pass GRT wire length is around 7400 um.
- The register area reads 0 um^2.
- A synthesized cell averages between 6 and 7 um^2.
- The site row count is 29.
- After detailed routing, the total wire length is 4390 um.
- The top-level port count is approximately 50.
- Among logic cells in the layout, the one with the most instances is sky130_fd_sc_hd__clkdlybuf4s50_1.
- The report puts the hold buffer count at CTS at 0.
- The period utilization is ~73%.
- The category of the most critical setup path is in2out.
- The count of cells resized by post-cts repair is 0.
- The initial antenna violation count was 0.
- The die area reads 10000 um^2.
- For this run, the number of Yosys warnings is 1.
- The peak fanout along the critical path is 4.
- The post-synth design cell area reads 1290 um^2.
layer usage:
metal  vias to the layer above  track usage, %  wire [um]
met5                         -               0          0
met4                         0           0.870         34
met3                         4            1.39        252
met2                        35            14.9       2050
met1                       706            11.5       2060
li1                        825               -          -
critical path: stages:
cell                              delay, ps
sky130_fd_sc_hd__clkdlybuf4s50_1        480
sky130_fd_sc_hd__ha_1                   220
sky130_fd_sc_hd__inv_1                   70
sky130_fd_sc_hd__fa_1                   430
sky130_fd_sc_hd__nor2b_4                140
sky130_fd_sc_hd__o31a_4                 160
sky130_fd_sc_hd__o311ai_1               100
sky130_fd_sc_hd__and3_2                 240
sky130_fd_sc_hd__o32ai_2                230
sky130_fd_sc_hd__clkdlybuf4s50_1        530
worst paths after layout:
kind | start | to | cells after the start
min | a[6] | o[6] | 5
max | a[0] | o[10] | 10
cell usage after synthesis (all sizes together), types with 2 or more instances:
cell and n:
a211oi 2, o211ai 3, o311ai 2, o32ai 2, a2111o 2, o31ai 2, and3 4, and2 2
a221oi 3, a31oi 3, buf 8, nand2 17, xnor2 2, nor3 5, mux2i 2, clkbuf 3
nor2 27, o21ai 16, a21oi 29, nand3 6, o21a 4, o21bai 2, nor2b 4, nand3b 2
inv 9, ha 16
report_power, final:
group,switching (mW),internal [mW]
clock network,0,0
logic,0.0598,0.0654
registers,0,0
logic make-up (layout without fill, tap and decap cells):
kind of cell	after synthesis	count (layout)	share of synthesized area [%]
compound gates	80	80	44.3
xor+xnor	3	3	2.04
buf+inv	20	61	6.70
mux	2	2	1.55
fa+ha+maj	17	17	17.1
simple gates	74	74	28.4
final cells by class:
| cell class | count | area share, % |
|---|---|---|
| multi-input combinational | 176 | 65.1 |
| timing repair buffer | 52 | 27.9 |
| tap | 77 | 5.21 |
| inverter | 9 | 1.83 |
per-stage QoR:
stage               power (mW)  setup WS [ps]  util (%)  hold slack [ps]
CTS                      0.127           2160      29.4             4290
floorplan               0.0733           3320         -             3330
detailed placement       0.126           2170      29.4             4290
global placement         0.126           2190      29.4             4290
finish                   0.125           2180      29.4             4280
global route             0.141           2040      29.4             4340
Power and IR drop assume default switching activity.
